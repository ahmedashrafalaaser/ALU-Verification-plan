File: config.mk
export PLATFORM = sky130hd
export DESIGN_NAME = ALU
export DESIGN_NICKNAME = ALU
export VERILOG_FILES = /design/flow/design.v
export SDC_FILE = /design/flow/constraint.sdc
export NUM_CORES = 4
export LEC_CHECK = 1
export CORE_AREA = 10 10 98 98
export DIE_AREA = 0 0 108 108
File: constraint.sdc
current_design ALU

set clk_period 1.3
set clk_io_pct 0.2

create_clock -name clk0 -period $clk_period [get_ports {alu_clk}]

set non_clock_inputs [all_inputs -no_clocks]
set_input_delay [expr $clk_period * $clk_io_pct] -clock clk0 $non_clock_inputs
set_output_delay [expr $clk_period * $clk_io_pct] -clock clk0 [all_outputs]
File: design.v
module ALU (
	input alu_clk,     
	input rst_n,   
	input alu_enable_a,
	input alu_enable_b,
	input alu_enable,
	input alu_irq_clr,
	input [1:0]alu_op_a,
	input [1:0]alu_op_b,
	input [7:0]alu_in_a,
    input [7:0]alu_in_b,
	output reg alu_irq,
	output reg [7:0]alu_out	
);
parameter 
MODE_E=2'b11,MODE_ILL=3'b111;
always @(posedge alu_clk or negedge rst_n) begin : proc_
	if(!rst_n) begin
		alu_out <= 8'b0;
		alu_irq <= 1'b0;
	end else begin
		if(alu_irq_clr)
			alu_irq<=0;
		if(({alu_enable,alu_enable_a}==MODE_E)&&(alu_enable_b!==1'b1))begin
			case (alu_op_a)
              2'b00:begin if(alu_in_b==8'b0) alu_out<=8'b0;
							else begin
								alu_out<=alu_in_a & alu_in_b;
								if((alu_in_a & alu_in_b)==8'hff)
									alu_irq<=1'b1;
							end
						end
              2'b01:begin	if(alu_in_b==8'h03||alu_in_a==8'hff) alu_out<=8'b0;
							else begin
								alu_out<=~(alu_in_a & alu_in_b);
								if(~(alu_in_a & alu_in_b)==8'h00)
									alu_irq<=1'b1;
							end
						end 
				2'b10:begin	alu_out<=alu_in_a | alu_in_b;
								if((alu_in_a | alu_in_b)==8'hf8)
									alu_irq<=1'b1;	
						end 
				2'b11:begin alu_out<=alu_in_a ^ alu_in_b;
								if((alu_in_a ^ alu_in_b)==8'h83)
									alu_irq<=1'b1;	
						end
			endcase
		end
		else if({alu_enable,alu_enable_b}==MODE_E&&alu_enable_a!==1'b1)begin
			case (alu_op_b)
				2'b00:begin alu_out<=~(alu_in_a ^ alu_in_b);
								if(~(alu_in_a ^ alu_in_b)==8'hf1)
									alu_irq<=1'b1;	
						end
              2'b01:begin if(alu_in_b==8'h03) alu_out<=8'b0;
							else begin
								alu_out<=alu_in_a & alu_in_b;
								if((alu_in_a & alu_in_b)==8'hf4)
									alu_irq<=1'b1;
							end
						end
              2'b10:begin if(alu_in_a==8'hf5) alu_out<=8'b0;
							else begin
								alu_out<=~(alu_in_a | alu_in_b);
								if(~(alu_in_a | alu_in_b)==8'hf5)
									alu_irq<=1'b1;
							end
						end 
				2'b11:begin	alu_out<=alu_in_a | alu_in_b;
								if((alu_in_a | alu_in_b)==8'hff)
									alu_irq<=1'b1;	
						end
			endcase
		end
		else if({alu_enable,alu_enable_a,alu_enable_b}==MODE_ILL)begin
			alu_out<=8'b0;
		end
	end
end
endmodule : ALU
File: run.sh
#!/bin/bash
# OpenROAD 26Q1-2900-gdf79404cd8, Yosys 0.63+post, stock flow scripts
make -C /OpenROAD-flow-scripts/flow DESIGN_CONFIG=/design/flow/config.mk WORK_HOME=/design/flow/orfs finish
==> results.rst <==
Flow metrics
------------

.. list-table::
   :header-rows: 1

   * - Metric
     - Value
   * - Total negative slack for setup checks
     - -2.354 ns
   * - Share of layout cells above drive strength 1
     - about 50%
   * - Status
     - finished, violations left
   * - Chip area from the yosys synthesis statistics
     - ~1500 um^2
   * - Reg-to-reg endpoint
     - alu_out[1]
   * - Height of the die
     - around 110 um
   * - RR Startpoint
     - alu_out[1]
   * - Mux share
     - under 10%
   * - Design Area, Final
     - about 2800 um^2
   * - Final hold viol count
     - 0
   * - Distinct cells, synth
     - 39
   * - Pin count of the biggest net entering global routing
     - 21
   * - Relative slew margins
     - around three quarters
   * - Hold WC Path Type
     - in2async
   * - Count of flip-flops with a built-in enable after synthesis
     - 0
   * - Setup WS post-layout
     - -0.2986 ns
   * - Cells on worst reg2reg path
     - 4
   * - # clock sinks
     - 9
   * - Final Core Density
     - between 30% and 40%
   * - Clock latency on the worst-skew pair
     - between 0.2 and 0.25 ns
   * - Top logic family
     - AND-OR/OR-AND gates
   * - Per-cell via count in the routed design
     - between 4 and 5
   * - Antenna violations before repair
     - 0
   * - Max-slew violations
     - 0
   * - Clock skew
     - 0 ns
   * - CP endpoint kind
     - flip-flop
   * - Area fraction in full adders, half adders and majority gates
     - a little under a quarter
   * - Via count of the first global-routing pass
     - ~2000
   * - First-pass GRT wire length
     - 9936 um
   * - Std cell rows
     - 32
   * - Number of cells in Yosys stat
     - around 190
   * - Largest cells by area after synthesis
     - sky130_fd_sc_hd__ha_1, sky130_fd_sc_hd__dfrtp_1, sky130_fd_sc_hd__a221oi_1
   * - Routed wirelength normalized by instance count
     - approximately 15 um
   * - Internal reg-to-reg setup slack
     - between 0.15 and 0.2 ns
   * - Hold Buf Count CTS
     - 0
   * - Area after DPL
     - 2434 um^2
   * - Most common logic cells in the final layout
     - sky130_fd_sc_hd__buf_4, sky130_fd_sc_hd__a21oi_1, sky130_fd_sc_hd__ha_1
   * - Non-filler cells, final
     - approximately 390
   * - XOR-XNOR Cells, Area Fraction
     - 0%
   * - # port buffers
     - 34
   * - DRT antenna net count
     - 0
   * - Total number of H-tree levels
     - 1
   * - Stage-log warning count
     - roughly 47
   * - Total die size
     - roughly 12000 um^2
   * - Simple-Gate Area Share
     - between 10% and 20%
   * - Io pins
     - 35
   * - Failing checks
     - negative setup slack
   * - Setup repair after global routing missed its margin
     - true
   * - Synth async-reset ratio
     - about 100%
   * - Clock buffer count from CTS
     - 3
   * - Global Route Usage Sum
     - 10.69%
   * - CTS tree
     - built
   * - Share of synthesized cell area in and-or and or-and compound cells
     - between 30 and 40%
   * - Part of the cycle the worst path needs
     - 123.0%
   * - Maximum clock frequency
     - between 600 and 700 MHz
   * - PwrDens
     - 523.2 nW/um^2
   * - Die x size
     - 108 um
   * - Area added between synthesis and finish
     - 85.31%
   * - Area of the core
     - around 7600 um^2
   * - Number of violations of the max-capacitance limit
     - 0
   * - Final hold slack
     - roughly 0.32 ns
   * - HPWL after detailed placement
     - 4963 um
   * - Cell accounting for the most synthesized area
     - sky130_fd_sc_hd__ha_1
   * - Antenna Diode Count
     - 0
   * - Largest type area fraction
     - 23.37%
   * - Clock Tree Root
     - sky130_fd_sc_hd__clkbuf_8
   * - Initial core utilization
     - roughly 20%
   * - Register bit count reported by yosys
     - 9
   * - RD Place Congestion
     - ~0.96
   * - Sort of element at the start of the critical path
     - input pin
   * - Grt ovf
     - 0
   * - Final Routed Wirelength
     - 5955 um
   * - Share of synthesized area occupied by flip-flops and latches
     - between 15 and 20%
   * - Routed wl met3
     - between 300 and 400 um
   * - Filler cell count
     - approximately 760
   * - CTS clk-pin slew, worst paths
     - around 0.05 ns
   * - Static Leak
     - 1.266 nW
   * - # placed instances
     - 377
   * - Final Setup Violations
     - 9
   * - Routed metal-1 wirelength
     - roughly 2900 um
   * - Worst Tran Pin Value
     - between 0.3 and 0.4 ns
   * - Clock period minus final worst setup slack
     - 1.599 ns
   * - Via count
     - 1826
   * - Data arrival, critical path
     - between 1.5 and 2 ns
   * - Met2 wire length
     - between 2000 and 3000 um
   * - Mean instance size in the synthesized netlist
     - 8.059 um^2
   * - VDD IR-drop max
     - around 0.00026 V
   * - Post-synthesis instance area
     - ~1500 um^2
   * - Iteration count of the initial detailed-routing pass
     - 4
   * - Post-Synthesis Cells
     - ~190
   * - Highest metal layer used by the detailed router
     - met4
   * - Worst EP required
     - around 1.4 ns
   * - Most frequently placed logic cell in the final layout
     - sky130_fd_sc_hd__buf_4
   * - Remaining DRCs
     - 0
   * - Most used flip-flop cell
     - sky130_fd_sc_hd__dfrtp_1
   * - Count of synthesis-stage warnings from yosys
     - 1
   * - Critical path fanouts, max
     - 5
   * - Number of DRC markers after the initial detailed-route iteration
     - approximately 110
   * - Classification of the worst setup path
     - in2reg
   * - Max Buffers Root-to-Sink
     - 2
how the worst max path moves through the flow:
stage	endpoint	start	slack [ns]	cells after the start
after CTS	alu_out[1]	alu_in_b[3]	-0.29	7
after global routing	alu_out[3]	alu_in_b[3]	-0.38	7
final	alu_out[7]	alu_op_a[1]	-0.30	5
power by group:
group,total (mW),internal (mW),switching [mW],leakage (nW)
clock,0.329,0.214,0.115,0.0228
sequential,0.329,0.313,0.0161,0.118
combinational,0.795,0.436,0.359,1.13
total,1.45,0.964,0.489,1.27
stage by stage:
step                total power, mW  worst slack, ns
finish                        1.453          -0.2986
global route                  1.566          -0.3787
CTS                           1.440          -0.2915
detailed placement            1.024           -1.050
global placement              1.022           -1.071
floorplan                    0.6037          -0.3460
final cells by class:
type	count	area [um^2]	share of cell area, %
sequential	9	225.2	8.108
clock buffer	4	45.04	1.622
inverter	24	95.09	3.423
timing repair buffer	108	890.9	32.07
tap	102	127.6	4.595
multi-input combinational	144	1394	50.18
critical path: stages:
cell and delay, ns:
sky130_fd_sc_hd__dlygate4sd2_1 0.25, sky130_fd_sc_hd__or2_1 0.24, sky130_fd_sc_hd__o41a_1 0.52, sky130_fd_sc_hd__o21a_1 0.16, sky130_fd_sc_hd__a221o_1 0.28
metal layers:
layer / track usage [%] / vias up
li1: - / 919
met1: 15.80 / 851
met2: 16.64 / 54
met3: 2.048 / 2
met4: 0.2863 / 0
met5: 0 / -
cells by family (layout without fill, tap and decap cells):
family / Yosys count / in the layout
adder cells (fa/ha/maj): 28 / 28
AND-OR/OR-AND: 69 / 69
buffers and inverters: 33 / 136
flip-flops: 9 / 9
AND/OR/NAND/NOR: 43 / 43
multiplexers: 4 / 4
cells in the mapped netlist, types with 3 or more instances:
library cell               instances
sky130_fd_sc_hd__a221o_1           5
sky130_fd_sc_hd__ha_1             28
sky130_fd_sc_hd__a21oi_1          20
sky130_fd_sc_hd__o211ai_1          3
sky130_fd_sc_hd__inv_1            24
sky130_fd_sc_hd__dfrtp_1           9
sky130_fd_sc_hd__a31oi_1           4
sky130_fd_sc_hd__o31ai_1           5
sky130_fd_sc_hd__nand2_1          14
sky130_fd_sc_hd__mux2i_1           4
sky130_fd_sc_hd__a31o_1            3
sky130_fd_sc_hd__clkbuf_1          7
sky130_fd_sc_hd__nor2_1            4
sky130_fd_sc_hd__o21ai_0           6
sky130_fd_sc_hd__o21a_1            4
sky130_fd_sc_hd__nor3_1            3
sky130_fd_sc_hd__nand4_1           4
sky130_fd_sc_hd__a221oi_1         12
timing repair:
action | 4_1_cts | 5_1_grt
endpoints found under the hold margin | 0 | 0
setup buffers | 9 | 1
gates resized | 132 | 15
endpoints found under the setup margin | 18 | 9
pin swaps | 27 | 10
sequential cells by signal, summed over array words and instances (netlist names):
register,flops
alu_irq,1
alu_out,8
Power and IR drop assume default switching activity.
